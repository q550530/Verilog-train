<file path="/design/flow/design.v">
`timescale 1 ns/1 ns
module count(reset, clk, one_sec, seven_seg_scan);
 parameter HZ_500_CNT = 17'h186a0 - 1;
 parameter CNT_500 = 9'h032 - 1;
input		reset, clk;
output 		one_sec;
output	[2:0]	seven_seg_scan;
wire		one_sec;
wire	[2:0]	seven_seg_scan;
reg		hz_500_reg, one_sec_reg;
reg	[16:0] 	cnt_500hz;
reg	[ 2:0] 	seg_scan_cnt;
reg	[ 8:0] 	cnt_one_sec;
assign	one_sec = one_sec_reg;
assign	seven_seg_scan = seg_scan_cnt;
always@(posedge clk or negedge reset)
begin
  if(!reset) begin
    cnt_500hz  <= #1 17'h0;
    hz_500_reg <= #1 1'b0;
  end
  else
    if (cnt_500hz == HZ_500_CNT) begin
      hz_500_reg <= #1 1'b1;
      cnt_500hz  <= #1 17'h0;
    end
    else begin
      hz_500_reg <= #1 1'b0;
      cnt_500hz  <= #1 cnt_500hz + 17'h00001;
    end
end
always@(posedge clk or negedge reset)
begin
  if(!reset)
    seg_scan_cnt  <= #1 3'b000;
  else
    if (hz_500_reg == 1'b1)
      seg_scan_cnt  <= #1 seg_scan_cnt + 3'b001;
end
always@(posedge clk or negedge reset)
begin
  if(!reset) begin
    cnt_one_sec <= #1 9'h0;
    one_sec_reg <= #1 1'b0;
  end
  else
    if (hz_500_reg == 1'b1)
      if (cnt_one_sec == CNT_500) begin
        one_sec_reg <= #1 1'b1;
        cnt_one_sec <= #1 9'h0;
      end
      else begin
        one_sec_reg <= #1 1'b0;
        cnt_one_sec <= #1 cnt_one_sec + 9'h001;
      end
    else
      one_sec_reg <= #1 1'b0;
end
endmodule
`timescale 1 ns/1 ns
module count_1sec( reset, clk,
		   seg_a, seg_b, seg_c, seg_d,
		   seg_e, seg_f, seg_g, seg_dp,
		   com0, com1, com2, com3, com4, com5, com6, com7, led );
input		reset, clk;
output		seg_a, seg_b, seg_c, seg_d, seg_e, seg_f, seg_g, seg_dp;
output		com0, com1, com2, com3, com4, com5, com6, com7;
output	[7:0]	led;
wire		seg_a, seg_b, seg_c, seg_d, seg_e, seg_f, seg_g, seg_dp;
wire		com0, com1, com2, com3, com4, com5, com6, com7;
wire	[7:0]	led;
wire		one_sec;
wire	[2:0]	seven_seg_scan;
wire	[3:0]	cnt_d0, cnt_d1, cnt_d2, cnt_d3, cnt_d4, cnt_d5, cnt_d6, cnt_d7;
wire		dp0, dp1, dp2, dp3, dp4, dp5, dp6, dp7;
assign	led[7:0] = {dp0, dp1, dp2, dp3, dp4, dp5, dp6, dp7};
count count(	.reset(reset),
		.clk(clk),
		.one_sec(one_sec),
		.seven_seg_scan(seven_seg_scan) );
timer timer(	.reset(reset),
		.clk(clk),
		.one_sec(one_sec),
		.cnt_d0(cnt_d0),
		.cnt_d1(cnt_d1),
		.cnt_d2(cnt_d2),
		.cnt_d3(cnt_d3),
		.cnt_d4(cnt_d4),
		.cnt_d5(cnt_d5),
		.cnt_d6(cnt_d6),
		.cnt_d7(cnt_d7)		);
seven_seg seven_seg(
		.seven_seg_scan(seven_seg_scan),
		.cnt_d0(cnt_d0),
		.cnt_d1(cnt_d1),
		.cnt_d2(cnt_d2),
		.cnt_d3(cnt_d3),
		.cnt_d4(cnt_d4),
		.cnt_d5(cnt_d5),
		.cnt_d6(cnt_d6),
		.cnt_d7(cnt_d7),
		.dp0(dp0),
		.dp1(dp1),
		.dp2(dp2),
		.dp3(dp3),
		.dp4(dp4),
		.dp5(dp5),
		.dp6(dp6),
		.dp7(dp7),
		.seg_a(seg_a),
		.seg_b(seg_b),
		.seg_c(seg_c),
		.seg_d(seg_d),
		.seg_e(seg_e),
		.seg_f(seg_f),
		.seg_g(seg_g),
		.seg_dp(seg_dp),
		.com0(com0),
		.com1(com1),
		.com2(com2),
		.com3(com3),
		.com4(com4),
		.com5(com5),
		.com6(com6),
		.com7(com7)		);
dp_flash_ctl dp_flash_ctl(
		.reset(reset),
		.clk(clk),
		.one_sec(one_sec),
		.dp0(dp0),
		.dp1(dp1),
		.dp2(dp2),
		.dp3(dp3),
		.dp4(dp4),
		.dp5(dp5),
		.dp6(dp6),
		.dp7(dp7)		);
endmodule
`timescale 1 ns/1 ns
module dp_flash_ctl(reset, clk, one_sec, dp0, dp1, dp2, dp3, dp4, dp5, dp6, dp7);
input	reset, clk, one_sec;
output	dp0, dp1, dp2, dp3, dp4, dp5, dp6, dp7;
wire	dp0, dp1, dp2, dp3, dp4, dp5, dp6, dp7;
reg	[7:0]	sft_reg;
assign dp0 = sft_reg[0];
assign dp1 = sft_reg[1];
assign dp2 = sft_reg[2];
assign dp3 = sft_reg[3];
assign dp4 = sft_reg[4];
assign dp5 = sft_reg[5];
assign dp6 = sft_reg[6];
assign dp7 = sft_reg[7];
always@(posedge clk or negedge reset)
begin
  if(!reset)
    sft_reg <= #1 8'b0000_0001;
  else
    if (one_sec == 1'b1)
      sft_reg <= #1 { sft_reg[6:0], sft_reg[7] };
end
endmodule
`timescale 1 ns/1 ns
module seven_seg(seven_seg_scan,
		cnt_d0, cnt_d1, cnt_d2, cnt_d3, cnt_d4, cnt_d5, cnt_d6, cnt_d7,
		dp0, dp1, dp2, dp3, dp4, dp5, dp6, dp7,
		seg_a, seg_b, seg_c, seg_d,
		seg_e, seg_f, seg_g, seg_dp,
		com0, com1, com2, com3, com4, com5, com6, com7);
input	[2:0]	seven_seg_scan;
input		dp0, dp1, dp2, dp3 ,dp4, dp5, dp6, dp7;
input	[3:0]	cnt_d0, cnt_d1, cnt_d2, cnt_d3, cnt_d4, cnt_d5, cnt_d6, cnt_d7;
output 		seg_a, seg_b, seg_c, seg_d,
		seg_e, seg_f, seg_g, seg_dp;
output		com0, com1, com2, com3, com4, com5, com6, com7;
wire 		seg_a, seg_b, seg_c, seg_d,
		seg_e, seg_f, seg_g, seg_dp;
reg		com0, com1, com2, com3, com4, com5, com6, com7;
reg	[3:0]	hex_digit;
reg	[6:0]	seg_data;
reg		seg_data_dp;
assign	seg_a  = ~seg_data[6];
assign	seg_b  = ~seg_data[5];
assign	seg_c  = ~seg_data[4];
assign	seg_d  = ~seg_data[3];
assign	seg_e  = ~seg_data[2];
assign	seg_f  = ~seg_data[1];
assign	seg_g  = ~seg_data[0];
assign  seg_dp = ~seg_data_dp;
always @(hex_digit)
begin
  case (hex_digit)
         4'b0000 : seg_data = 7'b1111110;
         4'b0001 : seg_data = 7'b0110000;
         4'b0010 : seg_data = 7'b1101101;
         4'b0011 : seg_data = 7'b1111001;
         4'b0100 : seg_data = 7'b0110011;
         4'b0101 : seg_data = 7'b1011011;
         4'b0110 : seg_data = 7'b1011111;
         4'b0111 : seg_data = 7'b1110000;
         4'b1000 : seg_data = 7'b1111111;
         4'b1001 : seg_data = 7'b1111011; 
         4'b1010 : seg_data = 7'b1110111;
         4'b1011 : seg_data = 7'b0011111; 
         4'b1100 : seg_data = 7'b1001110; 
         4'b1101 : seg_data = 7'b0111101; 
         4'b1110 : seg_data = 7'b1001111; 
         4'b1111 : seg_data = 7'b1000111; 
	 default : seg_data = 7'b0111110;
  endcase
end
always @(*)
begin
  com0 = 1'b1;
  com1 = 1'b1;
  com2 = 1'b1;
  com3 = 1'b1;
  com4 = 1'b1;
  com5 = 1'b1;
  com6 = 1'b1;
  com7 = 1'b1;
  case (seven_seg_scan)
    3'b000 :   begin
		hex_digit   = cnt_d0;
		com0        = 1'b0;
		seg_data_dp = dp0;
              end
    3'b001 :   begin
		hex_digit   = cnt_d1;
		com1        = 1'b0;
		seg_data_dp = dp1;
              end
    3'b010 :   begin
		hex_digit   = cnt_d2;
		com2        = 1'b0;
		seg_data_dp = dp2;
              end
    3'b011 :   begin
		hex_digit   = cnt_d3;
		com3        = 1'b0;
		seg_data_dp = dp3;
              end
    3'b100 :   begin
		hex_digit   = cnt_d4;
		com4        = 1'b0;
		seg_data_dp = dp4;
              end
    3'b101 :   begin
		hex_digit   = cnt_d5;
		com5        = 1'b0;
		seg_data_dp = dp5;
              end
    3'b110 :   begin
		hex_digit   = cnt_d6;
		com6        = 1'b0;
		seg_data_dp = dp6;
              end
    3'b111 :   begin
		hex_digit   = cnt_d7;
		com7        = 1'b0;
		seg_data_dp = dp7;
              end
    default : begin
		hex_digit   = cnt_d0;
		com0        = 1'b0;
		seg_data_dp = dp0;
              end
  endcase
end
endmodule
`timescale 1 ns/1 ns
module timer(reset, clk, one_sec, cnt_d0, cnt_d1, cnt_d2, cnt_d3, cnt_d4, cnt_d5, cnt_d6, cnt_d7);
input		reset, clk, one_sec;
output	[3:0] 	cnt_d0, cnt_d1, cnt_d2, cnt_d3, cnt_d4, cnt_d5, cnt_d6, cnt_d7;
wire	[3:0] 	cnt_d0, cnt_d1, cnt_d2, cnt_d3, cnt_d4, cnt_d5, cnt_d6, cnt_d7;
reg	[3:0] 	cnt_d0_reg, cnt_d1_reg, cnt_d2_reg, cnt_d3_reg, cnt_d4_reg, cnt_d5_reg, cnt_d6_reg, cnt_d7_reg;
assign	cnt_d0 = cnt_d0_reg;
assign	cnt_d1 = cnt_d1_reg;
assign	cnt_d2 = cnt_d2_reg;
assign	cnt_d3 = cnt_d3_reg;
assign	cnt_d4 = cnt_d4_reg;
assign	cnt_d5 = cnt_d5_reg;
assign	cnt_d6 = cnt_d6_reg;
assign	cnt_d7 = cnt_d7_reg;
always@(posedge clk or negedge reset)
begin
  if(!reset) begin
    cnt_d0_reg <= #1 4'h0;
    cnt_d1_reg <= #1 4'h0;
    cnt_d2_reg <= #1 4'h0;
    cnt_d3_reg <= #1 4'h0;
	cnt_d4_reg <= #1 4'h0;
    cnt_d5_reg <= #1 4'h0;
    cnt_d6_reg <= #1 4'h0;
    cnt_d7_reg <= #1 4'h0;
  end
  else
    if (one_sec == 1'b1)
      if (cnt_d0_reg == 4'b1001) begin
        cnt_d0_reg <= #1 4'b0000;
        if (cnt_d1_reg == 4'b1001) begin
          cnt_d1_reg <= #1 4'b0000;
          if (cnt_d2_reg == 4'b1001) begin
            cnt_d2_reg <= #1 4'b0000;
            if (cnt_d3_reg == 4'b1001) begin
              cnt_d3_reg <= #1 4'b0000;
			  if (cnt_d4_reg == 4'b1001) begin
               cnt_d4_reg <= #1 4'b0000;
				  if (cnt_d5_reg == 4'b1001) begin
				   cnt_d5_reg <= #1 4'b0000;
					  if (cnt_d6_reg == 4'b1001) begin
					   cnt_d6_reg <= #1 4'b0000;
						  if (cnt_d7_reg == 4'b1001) begin
						   cnt_d7_reg <= #1 4'b0000;
						   end  
						  else
							cnt_d7_reg <= #1 cnt_d7_reg + 4'b0001;
					  end  
					  else
						cnt_d6_reg <= #1 cnt_d6_reg + 4'b0001;
				  end  
				  else
					cnt_d5_reg <= #1 cnt_d5_reg + 4'b0001;
			  end  
			  else
			    cnt_d4_reg <= #1 cnt_d4_reg + 4'b0001;
			end  
            else
              cnt_d3_reg <= #1 cnt_d3_reg + 4'b0001;
          end
          else
            cnt_d2_reg <= #1 cnt_d2_reg + 4'b0001;
        end
        else
          cnt_d1_reg <= #1 cnt_d1_reg + 4'b0001;
      end
      else
        cnt_d0_reg <= #1 cnt_d0_reg + 4'b0001;
end
endmodule
</file>
<file path="/design/flow/run.sh">
#!/bin/bash
# OpenROAD 26Q1-2900-gdf79404cd8, Yosys 0.63+post, stock flow scripts
make -C /OpenROAD-flow-scripts/flow DESIGN_CONFIG=/design/flow/config.mk WORK_HOME=/design/flow/orfs finish
</file>
<file path="/design/flow/config.mk">
export PLATFORM = sky130hd
export DESIGN_NAME = count_1sec
export DESIGN_NICKNAME = count_1sec
export VERILOG_FILES = /design/flow/design.v
export SDC_FILE = /design/flow/constraint.sdc
export NUM_CORES = 4
export LEC_CHECK = 1
export CORE_UTILIZATION = 50
</file>
<file path="/design/flow/constraint.sdc">
current_design count_1sec

set clk_period 5.0
set clk_io_pct 0.2

create_clock -name clk0 -period $clk_period [get_ports {clk}]

set non_clock_inputs [all_inputs -no_clocks]
set_input_delay [expr $clk_period * $clk_io_pct] -clock clk0 $non_clock_inputs
set_output_delay [expr $clk_period * $clk_io_pct] -clock clk0 [all_outputs]
</file>
==> impl_metrics.sql <==
-- physical implementation figures
INSERT INTO impl_metrics (metric_group, metric, value, unit) VALUES
('run_status', 'run_status', 'completed', ''),
('final_timing', 'finClkSkew', '0.00926', 'ns'),
('route', 'drt_iter0_markers', '160', ''),
('global_route', 'grt_pass1_wl', '13.9', 'mm'),
('critical_path', 'crit_type', 'flop to output pin', ''),
('route', 'ant_nets', '0', ''),
('place', 'io_buffers', '25', ''),
('floorplan', 'floorplan.core_util', '0.520', ''),
('clocking', 'clock_path_buffers', '2', ''),
('final_timing', 'finalMaxSlewViolations', '0', ''),
('final_timing', 'slew-limit-headroom', '0.557', ''),
('route', 'via_count', '2937', ''),
('final_layout', 'layout.cells.most_common_list', '70 x sky130_fd_sc_hd__dfrtp_1, 37 x sky130_fd_sc_hd__nand2_1, 32 x sky130_fd_sc_hd__nand3_1, 29 x sky130_fd_sc_hd__nor2_1, 25 x sky130_fd_sc_hd__xnor2_1', ''),
('yosys', 'yosys_cells', '407', ''),
('clocking', 'ctsResizeCount', '0', ''),
('final_timing', 'final_min_period_over_clock_period', '0.885', ''),
('clocking', 'clk_latency', '0.34', 'ns'),
('route', 'routed_wl', '7.86', 'mm'),
('flow_run', 'openroad.warnings', '33', ''),
('global_route', 'grt_max_degree', '44', ''),
('yosys', 'ys_dominant_reg_cell', 'sky130_fd_sc_hd__dfrtp_1', ''),
('final_timing', 'setup-tns-final', '0', 'ns'),
('final_layout', 'final_layout_top_logic_cell', 'sky130_fd_sc_hd__dfrtp_1', ''),
('yosys', 'synth_cell_type_count', '63', ''),
('clocking', 'cts_made_buffers', '9', ''),
('yosys', 'synthesis.instances', '407', ''),
('yosys', 'topCellsByArea', 'sky130_fd_sc_hd__dfrtp_1 43%, sky130_fd_sc_hd__xnor2_1 5.4%, sky130_fd_sc_hd__ha_1 4.0%, sky130_fd_sc_hd__nand3_1 3.9%, sky130_fd_sc_hd__mux2_2 3.6%', ''),
('floorplan', 'die_extent_in_x', '92.1', 'µm'),
('critical_path', 'crit_required', '4.00', 'ns'),
('global_route', 'grtUsageTotal', '0.212', ''),
('yosys', 'edf_count', '0', ''),
('global_route', 'vias_in_the_first_global_route', '2850', ''),
('route', 'wire_per_inst', '14.8', 'µm'),
('final_layout', 'layout-area-overhead-vs-synth', '11.7', '%'),
('power_and_ir_drop', 'leakage', '1.97', 'nW'),
('yosys', 'yosys_warnings', '4', ''),
('yosys', 'synth_async_sr_flop_share', '1.00', ''),
('final_timing', 'final-setup-viol-count', '0', ''),
('yosys', 'netlist.top_cell.by_area', 'sky130_fd_sc_hd__dfrtp_1', ''),
('place', 'numPlacedInstances', '514', ''),
('global_route', 'initial_antenna_violation_count', '0', ''),
('final_timing', 'final_hold_viol_count', '0', ''),
('flow_run', 'timing.max_cap.violations', '0', ''),
('route', 'vias_per_cell', '5.54', ''),
('floorplan', 'floorplan.io_pins', '26', ''),
('final_timing', 'timing.fmax', '226', 'MHz'),
('route', 'detail_route.first_pass.iterations', '4', ''),
('route', 'remaining_drc_errors', '0', ''),
('clocking', 'cts_htree_levels', '3', ''),
('floorplan', 'fp.coreArea', '0.00781', 'mm²'),
('place', 'post-dp-hpwl', '5.54', 'mm'),
('power_and_ir_drop', 'power.ir.vdd_worst', '0.190', 'mV'),
('final_timing', 'finalWorstSetupSlack', '0.577', 'ns'),
('yosys', 'yosys_area', '0.00406', 'mm²'),
('clocking', 'clk_root_buffer_cell', 'sky130_fd_sc_hd__clkbuf_8', ''),
('clocking', 'clock_pin_transition_on_the_worst_setup_and_hold_timing_paths', '0.08', 'ns'),
('worst_hold_path', 'min-delay-path-class', 'flop to flop', ''),
('critical_path', 'critPathLaunchType', 'flop', ''),
('final_layout', 'final_layout_size_suffix_gt1_frac', '0.119', ''),
('global_route', 'grt_remaining_overflow', '0', ''),
('floorplan', 'std_cell_rows', '32', ''),
('yosys', 'top_cell_area_share', '0.431', ''),
('route', 'antenna-diode-count', '0', ''),
('final_timing', 'finalCriticalPeriod', '4.42', 'ns'),
('place', 'gp_congestion', '0.846', ''),
('power_and_ir_drop', 'power.total', '1.11', 'mW'),
('floorplan', 'floorplan.die.height', '92.1', 'µm'),
('clocking', 'postCtsHoldBufs', '0', ''),
('power_and_ir_drop', 'power_per_cell_area', '245', 'mW/mm²'),
('critical_path', 'type_of_destination_of_the_critical_path', 'output pin', ''),
('yosys', 'syn-mean-instance-area', '9.98', 'µm²');
-- per-stage QoR --
step | hold WS [ns] | util | area, µm²
after floorplan | 0.433 | - | 4060
after global placement | 0.449 | 0.551 | 4300
after detailed placement | 0.451 | 0.551 | 4300
after CTS | 0.461 | 0.581 | 4540
after global routing | 0.476 | 0.581 | 4540
final | 0.461 | 0.581 | 4540
-- cell usage after synthesis, types with 4 or more instances --
library cell and n:
sky130_fd_sc_hd__nor3b_1 4, sky130_fd_sc_hd__nor2b_1 9, sky130_fd_sc_hd__nand3b_1 4, sky130_fd_sc_hd__buf_4 9, sky130_fd_sc_hd__inv_1 11, sky130_fd_sc_hd__nor2_1 29, sky130_fd_sc_hd__xnor2_1 25, sky130_fd_sc_hd__ha_1 13
sky130_fd_sc_hd__and3_1 6, sky130_fd_sc_hd__nor3_1 5, sky130_fd_sc_hd__a21oi_1 4, sky130_fd_sc_hd__nand4_1 5, sky130_fd_sc_hd__a22o_1 4, sky130_fd_sc_hd__xor2_1 13, sky130_fd_sc_hd__o21ai_1 4, sky130_fd_sc_hd__mux2i_1 4
sky130_fd_sc_hd__nand3_1 32, sky130_fd_sc_hd__clkbuf_1 5, sky130_fd_sc_hd__nand2_1 37, sky130_fd_sc_hd__dfrtp_1 70, sky130_fd_sc_hd__nand2b_1 8, sky130_fd_sc_hd__mux2_2 13, sky130_fd_sc_hd__nor4_1 5, sky130_fd_sc_hd__o21ai_0 18
sky130_fd_sc_hd__a22oi_1 4
-- report_power, final --
group	switching [mW]	internal, mW
logic	0.0108	0.000771
registers	0	0.574
clock network	0.217	0.310
total	0.227	0.885
-- final cells by class --
cell class,count,area [µm²]
fillers,665,3270
multi-input cells,301,2090
flip-flops and latches,71,1780
repair buffers,26,253
clock buffers,12,155
well taps,102,128
clock inverters,4,76.3
inverters,14,52.6
-- kinds of logic (layout without fill, tap and decap cells) --
group           count (synthesis)  after routing  share of synthesized area
buf+inv                        35             56                     0.0468
flops                          71             71                      0.438
simple gates                  164            164                      0.214
fa+ha+maj                      13             13                     0.0401
mux                            20             20                     0.0542
compound gates                 66             66                      0.125
xor+xnor                       38             38                     0.0819
-- worst paths after layout --
path	from	to	slack (ns)	cells after the start
max in group asynchronous	reset	dp_flash_ctl.sft_reg[0]	3.31	2
min reg2reg	count.cnt_500hz[0]	count.cnt_500hz[0]	0.46	1
min	count.cnt_500hz[0]	count.cnt_500hz[0]	0.46	1
max reg2reg	count.one_sec_reg	timer.cnt_d7_reg[1]	2.87	5
min in group asynchronous	reset	timer.cnt_d5_reg[1]	0.68	1
max	count.seg_scan_cnt[1]	seg_g	0.58	8
-- critical path, stage by stage, from the launching register on --
cell	delay, ns
sky130_fd_sc_hd__dfrtp_1	0.45
sky130_fd_sc_hd__inv_1	0.16
sky130_fd_sc_hd__ha_1	0.46
sky130_fd_sc_hd__or3_1	0.48
sky130_fd_sc_hd__nand2_1	0.16
sky130_fd_sc_hd__o32ai_2	0.51
sky130_fd_sc_hd__nand2_1	0.17
sky130_fd_sc_hd__o211ai_1	0.20
sky130_fd_sc_hd__clkdlybuf4s50_1	0.48
-- layer usage --
| layer | GRT usage | part of all wire |
|---|---|---|
| met5 | 0 | 0 |
| met1 | 0.345 | 0.49 |
| met4 | 0.0391 | 0.017 |
| met2 | 0.321 | 0.46 |
| met3 | 0.0253 | 0.029 |
Power and IR drop assume default switching activity.
